$ cat design/flow/constraint.sdc
current_design alu32

set clk_period 27.5
set clk_io_pct 0.2

create_clock -name clk0 -period $clk_period

set non_clock_inputs [all_inputs -no_clocks]
set_input_delay [expr $clk_period * $clk_io_pct] -clock clk0 $non_clock_inputs
set_output_delay [expr $clk_period * $clk_io_pct] -clock clk0 [all_outputs]
$ cat design/flow/config.mk
export PLATFORM = sky130hd
export DESIGN_NAME = alu32
export DESIGN_NICKNAME = alu32
export VERILOG_FILES = /design/flow/design.v
export SDC_FILE = /design/flow/constraint.sdc
export NUM_CORES = 4
export LEC_CHECK = 1
export CORE_UTILIZATION = 40
$ cat design/flow/design.v
module alu32(sum,a,b,zout,gin,zero); 
output [31:0] sum;
input [31:0] a,b; 
input [2:0] gin; 
reg [31:0] sum;
reg [31:0] less;
reg [31:0] nr;
output zout;
output reg zero;
reg zout;
always @(a or b or gin)
begin
	case(gin)
	3'b010: sum=a+b; 		 
	3'b110: sum=a+1+(~b);	 
	3'b111: begin less=a+1+(~b);	 
			if (less[31]) sum=1;	
			else sum=0;
		  end
	3'b000: sum=a & b;	 
	3'b001: sum=a|b;		 
	3'b100: begin nr=(~a)&(~b);
			sum=nr[4:0];
			end			 
	3'b011: sum= b<<a;		 
	default: sum=31'bx;	
	endcase
zout=~(|sum);
zero= zout;
end
endmodule
$ cat design/flow/run.sh
#!/bin/bash
# OpenROAD 26Q1-2900-gdf79404cd8, Yosys 0.63+post, stock flow scripts
make -C /OpenROAD-flow-scripts/flow DESIGN_CONFIG=/design/flow/config.mk WORK_HOME=/design/flow/orfs finish
==> notes.md <==
flow finished, numbers: CP required 22000 ps, Tool Warnings 98, Starting DRT DRC Count 757, chip area 18640 um2, pre-CTS setup slack 10780 ps, Lkg Pwr 3.565 nW, maximum operating frequency 59.67 MHz, total grt overflow 0, Critical Path Slowest Stage Cell a211oi_1, final setup fails 0, die height 136.5 um, worst path cell trace clkdlybuf4s50_1 -> buf_4 -> inv_1 -> ha_1 -> fa_1 -> nor2_1 -> o311ai_1 -> a211oi_1 -> o21ai_1 -> a2111oi_0 -> o22ai_1 -> xnor2_1 -> a2111o_1 -> nor4_2 -> nand4b_1 -> nor4_2 -> clkdlybuf4s50_1, antenna violations before repair 0, Avg Inst Size Synth 6.882 um2, Max-slew headroom 44.65%, die width 136.5 um, TNS Setup 0 ps, core utilization at floorplan 41.42%, proportion of layout cells with a drive suffix above 1 6.091%, period utilization 60.94%, drt first pass iters 6, Fillers 1790, CLK BUF 0, register area share after synthesis 0%, # Post-CTS Setup Buffers 0, num rows 48, Worst Path Buf+Inv 4, drc violations 0, mean routed wirelength per cell 24.11 um, vias in the first global route 7933, WHS Path Cells 5, hold-fix buffers at CTS 0, max cap viols 0, CTS-repair resized insts 0, Syn Inst Count 1052, Seq. cell area 0 um2, Layout area overhead 15.00%, vias post-DR 8534, Distinct cells, synth 81, Max Transition Viols Final 0, Hold Path Class in -> out, Final GP Congestion 1.020, Crit. End Element primary output, chip area in the Yosys report 7239 um2, All-Layer GR Usage 35.00%, Top Layout Cells nor2_1, ha_1, clkdlybuf4s50_1, IO Port Bufs 101, Post-DP HPWL 25.34 mm, I/O pins 101, power per cell area 20.69 nW/um2, WP data arrival 11260 ps, Max VDD drop 12.06 uV, Setup crit start kind input port, diodes inserted 0, unrepaired setup endpoints after global routing no, status completed, most frequent logic cell in the layout nor2_1, Seq cells 0, CP delay by family, top AND-OR/OR-AND gates, first-pass GRT wire length 47.73 mm, Setup CP Type in -> out, Max FO, Critical Path 34, worst slew pin tran 829.3 ps, Core ar. 17480 um2, Crit path depth 17, yosys stat cell total 1052, min Tclk post-route 16760 ps, CP peak stage delay 620 ps, Post-Syn Area 7239 um2, synth warn 1, pin count of the biggest net entering global routing 61, Via density 6.441, Finished Core Util 47.64%, Antenna Nets Post-Route 0, Total Wirelength 31.95 mm, Hold Vio Cnt, Final 0, worst setup margin 10740 ps
-- worst min-delay path: cells and delay by family --
family	cells	cell delay [ps]
buffers and inverters	3	900
and+or+nand+nor	1	180
AOI/OAI and AO/OA	1	110
-- power breakdown --
part           leakage, nW  switching, mW  total [mW]  internal [mW]
logic                 3.57          0.101       0.172         0.0709
registers                0              0           0              0
clock network            0              0           0              0
-- synth_stat cells, drive strengths merged (16+ instances only) --
| library cell | count | area share, % |
|---|---|---|
| nand2 | 77 | 4.0 |
| clkbuf | 43 | 2.3 |
| a21o | 25 | 2.6 |
| nor2 | 106 | 5.5 |
| a211oi | 27 | 2.8 |
| mux4 | 22 | 7.0 |
| buf | 25 | 2.0 |
| nor3 | 40 | 2.8 |
| mux2i | 37 | 5.1 |
| inv | 92 | 4.8 |
| nor4 | 16 | 1.8 |
| o211ai | 17 | 1.8 |
| a21oi | 77 | 5.3 |
| nand3 | 31 | 2.1 |
| o21ai | 57 | 3.9 |
| ha | 98 | 17 |
| mux2 | 16 | 2.5 |
-- layout make-up --
| type | instances | area (um2) | area share (%) |
|---|---|---|---|
| Multi-Input combinational cell | 890 | 6583 | 79.07 |
| Timing Repair Buffer | 116 | 1109 | 13.32 |
| Inverter | 94 | 352.8 | 4.238 |
| Tap cell | 225 | 281.5 | 3.381 |
-- cells by family (layout without fill, tap and decap cells) --
family | after synthesis | in the layout | share of synthesized area [%]
AND/OR/NAND/NOR | 363 | 363 | 24.80
AND-OR/OR-AND | 333 | 333 | 31.61
buffers and inverters | 162 | 210 | 9.143
adder cells (fa/ha/maj) | 100 | 100 | 17.49
multiplexers | 75 | 75 | 14.66
XOR/XNOR | 19 | 19 | 2.299
-- routing by layer --
| layer | track usage [%] | vias to the layer above | share of wire, % |
|---|---|---|---|
| li1 | - | 4026 | - |
| met1 | 49.89 | 4009 | 43 |
| met2 | 53.92 | 434 | 44 |
| met3 | 5.291 | 65 | 8.4 |
| met4 | 11.91 | 0 | 4.2 |
| met5 | 0 | - | 0 |
-- path summary, 6_finish.rpt --
path,start,to,slack (ps)
setup / recovery,a[0],zout,10740
hold / removal,gin[2],sum[0],12220
-- through the flow --
step           total power, mW  hold WS (ps)  cell area (um2)  cells
2_1_floorplan           0.1038         11210             7239   1052
3_3_place_gp            0.1693         12180             8325   1325
4_1_cts                 0.1686         12200             8325   1325
3_5_place_dp            0.1675         12200             8325   1325
5_1_grt                 0.1853         12260             8325   1325
6_report                0.1723         12220             8325   1325
No activity file was given, so power comes from the tool's default toggle rates.
